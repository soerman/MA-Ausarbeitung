==> flow/design.v <==
`timescale 1ns / 1ps
module SDI_Delay_NB6L295(
    input [10:0]        In_1, In_2, In_3, In_4, In_5, In_6, In_7, In_8,   
    input               Clk,
    input               Reset,
    output reg          [7:0] EN,  
    output reg          SDIN,  
    output reg          SLOAD,  
    output              SCLK  
    );
    reg                 start_clk;
    assign SCLK = start_clk & (!Clk);
    reg [21:0]          In_1_reg, In_2_reg, In_3_reg, In_4_reg, In_5_reg, In_6_reg, In_7_reg, In_8_reg;  
    reg [7:0]           select;  
    parameter           DATA_SHIFT_WIDTH = 11;  
    reg [4:0]           clk_cnt;
    reg [DATA_SHIFT_WIDTH-1:0]  Data_reg;   
    reg                  start;  
    reg                  dataSent;  
    parameter            dly = 1;  
    reg                  delayReady;
    always @ (posedge Clk)
    begin   
        if (select == 'd0)     delayReady <= #dly 'b1;
        else                   delayReady <= #dly 'b0;   
    end
    always @ (posedge Clk)
        begin
            if (Reset)
                begin
                    In_1_reg         <= #dly 'd0;
                    In_2_reg         <= #dly 'd0;
                    In_3_reg         <= #dly 'd0;
                    In_4_reg         <= #dly 'd0;
                    In_5_reg         <= #dly 'd0;
                    In_6_reg         <= #dly 'd0;
                    In_7_reg         <= #dly 'd0;
                    In_8_reg         <= #dly 'd0; 
                    Data_reg         <= #dly 'd0;
                    select           <= #dly 'd0;
                    start            <= #dly 1'b0;;                 
                end
            else
                begin
                     if (~start & delayReady)
                        begin  
                                select[7]    <= #dly In_1_reg != In_1;
                                select[6]    <= #dly In_2_reg != In_2;  
                                select[5]    <= #dly In_3_reg != In_3;
                                select[4]    <= #dly In_4_reg != In_4;
                                select[3]    <= #dly In_5_reg != In_5;
                                select[2]    <= #dly In_6_reg != In_6;
                                select[1]    <= #dly In_7_reg != In_7;
                                select[0]    <= #dly In_8_reg != In_8;
                          end
                      else
                         begin
                            if (clk_cnt == 4'd12 & ~start_clk)  
                                    start                 <= #dly 1'b0;
                                else
                                    start                 <= #dly 1'b1;
                          end                    
                        casex (select)
                            8'b1???????: 
                               begin 
                                 if (~dataSent)
                                   begin
                                        In_1_reg            <= #dly In_1;
                                        Data_reg            <= #dly In_1;
                                        EN                  <= #dly 8'b01111111;
                                        start               <= #dly 1'b1;
                                        end
                                   else 
                                     begin
                                        start               <= #dly 1'b0;
                                        select[7]           <= #dly 1'b0;
                                     end
                                end
                            8'b01??????: 
                                begin 
                                 if (~dataSent)
                                   begin
                                        In_2_reg             <= #dly In_2;
                                        Data_reg             <= #dly In_2;
                                        EN                   <= #dly 8'b10111111;
                                        start                <= #dly 1'b1;
                                    end
                                  else 
                                    begin
                                        select[6]            <= #dly 1'b0;
                                        start                <= #dly 1'b0;
                                    end
                                end
                            8'b001?????: 
                                begin 
                                if (~dataSent)
                                   begin
                                       In_3_reg              <= #dly In_3;
                                       Data_reg              <= #dly In_3;
                                       EN                    <= #dly 8'b11011111;
                                       start                 <= #dly 1'b1;                                      
                                   end
                                 else 
                                        begin
                                           select[5]         <= #dly 1'b0;
                                           start             <= #dly 1'b0;
                                         end
                                end
                            8'b0001????: 
                                begin 
                                if (~dataSent)
                                   begin
                                       In_4_reg              <= #dly In_4;
                                       Data_reg              <= #dly In_4;
                                       EN                    <= #dly 8'b11101111;
                                       start                 <= #dly 1'b1;
                                   end
                                 else 
                                        begin
                                           select[4]         <= #dly 1'b0;
                                           start             <= #dly 1'b0;
                                         end
                                end
                            8'b00001???: 
                                begin 
                                if (~dataSent)
                                    begin
                                       In_5_reg              <= #dly In_5;
                                       Data_reg              <= #dly In_5;
                                       EN                    <= #dly 8'b11110111;
                                       start                 <= #dly 1'b1;
                                    end
                                 else 
                                        begin
                                           select[3]         <= #dly 1'b0;
                                           start             <= #dly 1'b0;
                                         end
                                end
                            8'b000001??: 
                                begin
                                if (~dataSent)
                                    begin 
                                       In_6_reg              <= #dly In_6;
                                       Data_reg              <= #dly In_6;
                                       EN                    <= #dly 8'b11111011;
                                       start                 <= #dly 1'b1;
                                    end
                                 else 
                                        begin
                                           select[2]         <= #dly 1'b0;
                                           start             <= #dly 1'b0;
                                         end
                                end
                            8'b0000001?: 
                                begin 
                                 if (~dataSent)
                                    begin
                                       In_7_reg              <= #dly In_7;
                                       Data_reg              <= #dly In_7;
                                       EN                    <= #dly 8'b11111101;
                                       start                 <= #dly 1'b1;
                                    end
                                  else 
                                        begin
                                           select[1]         <= #dly 1'b0;
                                           start             <= #dly 1'b0;
                                         end
                                end
                            8'b00000001: 
                                begin 
                                 if (~dataSent)
                                    begin
                                       In_8_reg              <= #dly In_8;
                                       Data_reg              <= #dly In_8;
                                       EN                    <= #dly 8'b11111110;
                                       start                 <= #dly 1'b1;
                                    end
                                   else 
                                        begin
                                           select[0]         <= #dly 1'b0;
                                           start             <= #dly 1'b0;
                                         end
                                end
                            default: 
                                begin
                                    EN                       <= #dly 8'b11111111;
                                    start                    <= #dly 1'b0;
                                end
                        endcase
                    end 
          end        
        parameter RESET		= 3'd0;
        parameter IDLE      = 3'd1;
        parameter LOAD      = 3'd2;
        parameter SHIFT     = 3'd3;
        parameter END       = 3'd4;    
        reg [2:0] STATE;  
        reg [DATA_SHIFT_WIDTH-1:0]	tmp;
        always @ (posedge Clk)
        begin
            if (Reset)
                begin
                    STATE         <= #dly RESET;
                    tmp           <= #dly 'd0;
                    dataSent      <= #dly 1'b0;
                    start_clk     <= #dly 1'b0;
                    SLOAD         <= #dly 1'b0;  
                    clk_cnt       <= #dly 1'b0; 
                end
            else
                begin
                    case (STATE)
                        RESET:
                            begin
                                if (Reset)
                                    STATE    <= #dly RESET;
                                else
                                    STATE    <= #dly IDLE;
                            end  
                        IDLE:
                           begin
                                SDIN         <= #dly 1'b0;
                                clk_cnt      <= #dly 5'd0;
                                dataSent     <= #dly 1'b0;
                                SLOAD        <= #dly 1'b0;
                                if (start & ~dataSent)
                                    STATE    <= #dly LOAD;
                                else
                                    STATE    <= #dly IDLE;
                            end  
                        LOAD:
                            begin
                                tmp          <= #dly Data_reg;
                                STATE        <= #dly SHIFT;
                            end  
                        SHIFT:
                            begin
                                if (clk_cnt < 4'd12)  
                                    begin
                                        start_clk       <= #dly 1'b1;
                                        clk_cnt         <= #dly clk_cnt +1;                                       
                                        tmp             <= #dly {tmp[DATA_SHIFT_WIDTH-2:0], 1'b0}; 
                                        SDIN            <= #dly tmp[DATA_SHIFT_WIDTH-1];
                                    end    
                                else
                                     begin
                                         SLOAD          <= #dly 1'b1;
                                         clk_cnt		   <= #dly clk_cnt;
                                         start_clk      <= #dly 1'b0;
                                         STATE          <= #dly END;
                                         SDIN           <= #dly 1'b0;
                                     end
                              end  
                        END:
                            begin
                                SLOAD            <= #dly 1'b0;
                                start_clk        <= #dly 1'b0;
                                dataSent         <= #dly 1'b1;
                                clk_cnt		     <= #dly clk_cnt;
                                SDIN             <= #dly 1'b0;   
                                STATE            <= #dly IDLE;
                            end  
                        default:
                            STATE    <= #dly RESET;
                    endcase
                end    
        end     
endmodule
==> flow/run.sh <==
#!/bin/bash
# OpenROAD 26Q1-2900-gdf79404cd8, Yosys 0.63+post, stock flow scripts
make -C /OpenROAD-flow-scripts/flow DESIGN_CONFIG=/design/flow/config.mk WORK_HOME=/design/flow/orfs finish
==> flow/config.mk <==
export PLATFORM = sky130hd
export DESIGN_NAME = SDI_Delay_NB6L295
export DESIGN_NICKNAME = SDI_Delay_NB6L295
export VERILOG_FILES = /design/flow/design.v
export SDC_FILE = /design/flow/constraint.sdc
export NUM_CORES = 4
export LEC_CHECK = 1
export CORE_UTILIZATION = 30
==> flow/constraint.sdc <==
current_design SDI_Delay_NB6L295

set clk_period 3.8
set clk_io_pct 0.2

create_clock -name clk0 -period $clk_period [get_ports {Clk}]

set non_clock_inputs [all_inputs -no_clocks]
set_input_delay [expr $clk_period * $clk_io_pct] -clock clk0 $non_clock_inputs
set_output_delay [expr $clk_period * $clk_io_pct] -clock clk0 [all_outputs]
==> ci_impl_report.md <==
### Yosys + OpenROAD results

| Metric | Value |
|---|---|
| Area growth, synth to finish | `27.7%` |
| VDD IR-drop max | `429 uV` |
| CTS tree | `built` |
| Internal reg-to-reg setup slack | `1230 ps` |
| Cell Pwr Density | `646 mW/mm2` |
| Top cell area share | `38.9%` |
| Sw Share | `33.2%` |
| Hold slack | `467 ps` |
| Count of input and output buffers | `100` |
| Share of cells above drive strength 1 | `6.48%` |
| MI comb area | `0.00364 mm2` |
| Syn avg cell area | `8.87 um2` |
| Yosys Chip Area | `0.00684 mm2` |
| Startpoint types | `clock port` |
| Worst slew margin | `43.1%` |
| Number of iterations in the first detailed-routing pass | `5` |
| Number of enable flip-flop cells | `9` |
| Routed WL per cell | `16.4 um` |
| Final setup violation count | `0` |
| Outcome | `completed` |
| Data required, critical path | `3040 ps` |
| FF+latch area | `0.00293 mm2` |
| Fin. Hold Viols | `0` |
| Worst-margin pin slew | `852 ps` |
| Post-synth regs | `142` |
| Ys async rst share | `0%` |
| Type of the most critical hold path | `reg2reg` |
| Logic gate share of total power | `30.7%` |
| Tool warnings | `27` |
| # rows | `54` |
| Die Span X | `153 um` |
| Die ar. | `0.0234 mm2` |
| Placed Area | `0.00804 mm2` |
| Initial antenna violation count | `0` |
| Via/cell ratio | `4.97` |
| Crit. End Element | `primary output` |
| Cells in synth_stat.txt | `771` |
| Internal | `3.76 mW` |
| Post-route DRC | `0` |
| Synth unique cells | `49` |
| Core area | `0.0221 mm2` |
| Post-CTS Setup Inserts | `0` |
| Cells after synthesis | `771` |
| # diodes | `0` |
| Antenna-violating nets left | `0` |
| GPL Wtd Cong | `0.896` |
| First-pass GRT wire length | `29.8 mm` |
| CP Max Fanout | `2` |
| Setup TNS | `0 ps` |
| Dpl hpwl | `13.7 mm` |
| Final std cells w/o fill | `1144` |
| Leakage | `2.98 nW` |
| Clock slew at reported path FFs | `50 ps` |
| Placed Cells | `1110` |
| Largest net degree at the start of global routing | `68` |
| Core Util at FP | `31.0%` |
| Synth area leader | `dfxtp_1` |
| Total congestion overflow | `0` |
| CP Class | `clk2out` |
| Warnings, synthesis | `1` |
| Seq/Total Area, Yosys | `42.9%` |
| Final max-slew violation count | `0` |
| Via count | `5691` |
| Synth top cell by count | `dfxtp_1` |
| I/O pin count | `101` |
| Power Total | `5.64 mW` |
| Top cells, area | `dfxtp_1 (39%), mux2i_1 (11%), xnor2_1 (11%), nor2_1 (6.7%), nand2_1 (4.4%)` |
| Cell area after layout | `0.00873 mm2` |
| All-layer global routing usage | `16.7%` |
| DR iter-0 viols | `302` |
| Sequential power share | `36.1%` |
| Commonest cells post-synth | `dfxtp_1 (133), nor2_1 (122), xnor2_1 (88), nand2_1 (81), mux2i_1 (77)` |
| Die H | `153 um` |
| Clock power frac | `33.2%` |
| Worst Path Arrival | `2720 ps` |
| Most used flip-flop cell | `dfxtp_1` |
| RSZ-0062 raised after global routing | `false` |
| Filler cell count | `2149` |
| CTS resizes | `0` |
| Mapped Area | `0.00684 mm2` |
| Latency at later pin | `530 ps` |
| Clock Skews | `5.37 ps` |
| P_sw | `1.87 mW` |
| Vias in the first global route | `5516` |
| WL final | `18.7 mm` |
| Hold buffers post-CTS | `0` |
| MaxCap Viol Count | `0` |
==> final timing paths <==
path                                start                 endpoint  cells past startpoint
setup / recovery                      Clk                     SCLK                      4
hold / removal    clk_cnt[4]$_SDFFE_PP0P_  clk_cnt[4]$_SDFFE_PP0P_                      2
setup reg to reg     select[7]$_SDFF_PP0_          EN[0]$_DFFE_PP_                      4
hold reg to reg   clk_cnt[4]$_SDFFE_PP0P_  clk_cnt[4]$_SDFFE_PP0P_                      2
==> per-stage QoR <==
step	utilization (%)	setup slack [ps]
6_report	39.5	322
3_5_place_dp	36.4	610
5_1_grt	39.5	289
2_1_floorplan	-	1090
4_1_cts	39.5	292
3_3_place_gp	36.4	610
==> critical path: stages <==
cell	delay [ps]
clkbuf_16	120
clkbuf_16	130
nor2b_1	90
clkdlybuf4s50_1	480
==> cell families after synthesis <==
| logic type | count (synthesis) | share of synthesized area (%) |
|---|---|---|
| compound gates | 113 | 11.1 |
| flops | 142 | 42.9 |
| xor+xnor | 88 | 11.3 |
| buf+inv | 64 | 3.95 |
| simple gates | 286 | 19.3 |
| fa+ha+maj | 1 | 0.183 |
| mux | 77 | 11.3 |
==> per-layer routing <==
metal  global-route usage, %  wire, um
met1                    24.2      8800
met2                    25.8      8380
met3                    4.51      1320
met4                    2.50       227
met5                       0         0
==> power by group through the flow <==
| stage | clock (mW) | combinational (mW) | sequential, mW |
|---|---|---|---|
| after CTS | 1.90 | 1.74 | 2.03 |
| after global routing | 1.97 | 1.92 | 2.07 |
| final | 1.87 | 1.73 | 2.03 |
==> cell type report <==
class	count	area share (%)
Multi-Input combinational cell	565	41.7
Clock buffer	22	6.13
Clock inverter	13	1.88
Sequential cell	142	33.6
Timing Repair Buffer	109	12.2
Inverter	13	0.559
Tap cell	280	4.01
==> layout by cell type, fill, tap and decap left out, types with 13 or more instances in the layout <==
| master | count |
|---|---|
| dfxtp_1 | 133 |
| xnor2_1 | 88 |
| nor2_1 | 122 |
| clkdlybuf4s50_1 | 99 |
| nor3_1 | 17 |
| a211oi_1 | 16 |
| mux2i_1 | 77 |
| clkbuf_16 | 21 |
| a21oi_1 | 38 |
| nand4_1 | 25 |
| nand2_1 | 81 |
| o21ai_0 | 13 |
Power is estimated from default activity; no workload was simulated.
